--- flow/run.sh ---
#!/bin/bash
# OpenROAD 26Q1-2900-gdf79404cd8, Yosys 0.63+post, stock flow scripts
make -C /OpenROAD-flow-scripts/flow DESIGN_CONFIG=/design/flow/config.mk WORK_HOME=/design/flow/orfs finish
--- flow/config.mk ---
export PLATFORM = sky130hd
export DESIGN_NAME = top
export DESIGN_NICKNAME = top
export VERILOG_FILES = /design/flow/design.v
export SDC_FILE = /design/flow/constraint.sdc
export NUM_CORES = 4
export LEC_CHECK = 1
export CORE_AREA = 10 10 198 198
export DIE_AREA = 0 0 208 208
export SYNTH_HDL_FRONTEND = slang
--- flow/constraint.sdc ---
current_design top

set clk_period 1.6
set clk_io_pct 0.2

create_clock -name clk0 -period $clk_period [get_ports {clk_2}]

set non_clock_inputs [all_inputs -no_clocks]
set_input_delay [expr $clk_period * $clk_io_pct] -clock clk0 $non_clock_inputs
set_output_delay [expr $clk_period * $clk_io_pct] -clock clk0 [all_outputs]
--- flow/design.v ---
parameter divide_by= 40000000;   
parameter NBITS_INSTR = 32;
parameter NBITS_TOP = 8, NREGS_TOP = 32, NBITS_LCD = 64;
module top(input  logic clk_2,
           input  logic [NBITS_TOP-1:0] SWI,
           output logic [NBITS_TOP-1:0] LED,
           output logic [NBITS_TOP-1:0] SEG,
           output logic [NBITS_LCD-1:0] lcd_a, lcd_b,
           output logic [NBITS_INSTR-1:0] lcd_instruction,
           output logic [NBITS_TOP-1:0] lcd_registrador [0:NREGS_TOP-1],
           output logic [NBITS_TOP-1:0] lcd_pc, lcd_SrcA, lcd_SrcB,
             lcd_ALUResult, lcd_Result, lcd_WriteData, lcd_ReadData, 
           output logic lcd_MemWrite, lcd_Branch, lcd_MemtoReg, lcd_RegWrite);
  always_comb begin
    lcd_WriteData <= SWI;
    lcd_pc <= 'h12;
    lcd_instruction <= 'h34567890;
    lcd_SrcA <= 'hab;
    lcd_SrcB <= 'hcd;
    lcd_ALUResult <= 'hef;
    lcd_Result <= 'h11;
    lcd_ReadData <= 'h33;
    lcd_MemWrite <= SWI[0];
    lcd_Branch <= SWI[1];
    lcd_MemtoReg <= SWI[2];
    lcd_RegWrite <= SWI[3];
    for(int i=0; i<NREGS_TOP; i++)
       if(i != NREGS_TOP/2-1) lcd_registrador[i] <= i+i*16;
       else                   lcd_registrador[i] <= ~SWI;
  end
		parameter NBITS_COUNT = 4;
  	parameter INCR = 1;
  	parameter INICIO = 0;
		parameter LIMITE = 6;
  	parameter FINAL_DIGITO_1 = 3;
  	parameter FINAL_DIGITO_2 = 7;
  	parameter FINAL_DIGITO_3 = 11;
  	logic reset, trava_cont_1, trava_cont_2, trava_cont_3;
	always_comb	begin
		reset <= SWI[0];
		trava_cont_1 <= SWI[1];
		trava_cont_2 <= SWI[2];
		trava_cont_3 <= SWI[3];
	end
		logic [NBITS_COUNT-1:0] contador1;
		logic [NBITS_COUNT-1:0] contador2;
		logic [NBITS_COUNT-1:0] contador3;
	always_ff@(posedge clk_2) begin
		if(~reset) begin
			if(~trava_cont_1 && contador1 < LIMITE) contador1 <= contador1 + INCR;
			else if(~trava_cont_1 && contador1 == LIMITE) contador1 <= INICIO;
			else contador1 <= contador1;
			if(~trava_cont_2 && contador2 < LIMITE) contador2 <= contador2 + INCR;
			else if(~trava_cont_2 && contador2 == LIMITE) contador2 <= INICIO;
			else contador2 <= contador2;
			if(~trava_cont_3 && contador3 < LIMITE) contador3 <= contador3 + INCR;
			else if(~trava_cont_3 && contador3 == LIMITE) contador3 <= INICIO;
			else contador3 <= contador3;
		end
		else begin
			contador1 <= INICIO;
			contador2 <= INICIO;
			contador3 <= INICIO;
		end
	end
	always_comb begin
		lcd_a[FINAL_DIGITO_1:0] <= contador1;
		lcd_a[FINAL_DIGITO_2:4] <= contador2;
		lcd_a[FINAL_DIGITO_3:8] <= contador3;
	end
endmodule
==> reports/qor.json <==
{
  "outcome": {
    "status": "complete, no violations"
  },
  "critical_path": {
    "critPathKind": "reg2out",
    "rr_worst_depth": 4,
    "worst-path-max-fanout": 7,
    "crit_path_max_incr_delay_ns": 0.53,
    "path_cells": "clkdlybuf4s50_1",
    "crit_required_ns": 1.28,
    "cp-end-kind": "output pin",
    "cp.buffers_inverters": 1,
    "start_kind": "flop",
    "critical-path-top-delay-family": "buffers and inverters",
    "crit_path_top_delay_cell": "sky130_fd_sc_hd__clkdlybuf4s50_1",
    "cp.arrival_ns": 1.22,
    "worstSetupPathDepth": 1
  },
  "floorplan": {
    "die-height_um": 208,
    "die_width_um": 208,
    "rows": 68,
    "fp.coreArea_mm2": 0.03471,
    "ios": 501,
    "fp-utilization_pct": 12.19,
    "dieArea_mm2": 0.04326
  },
  "synthesis": {
    "synth.ff_latch_count": 12,
    "synthCells": 549,
    "syn_avg_cell_area_um2": 7.710,
    "synthMuxAreaShare_pct": 1.064,
    "syn-cell-area_mm2": 0.004233,
    "synth_stat.cells": 549,
    "ys_chip_area_mm2": 0.004233,
    "synthesized_area_fraction_occupied_by_xor_and_xnor_cells_pct": 0,
    "synth-compound-area-share_pct": 3.636,
    "ys_top_logic_family": "buffers and inverters",
    "synth-simple-area-share_pct": 2.867,
    "synthDistinctLibCells": 18,
    "synth-warning-count": 132,
    "ys_sh_adder_pct": 1.774,
    "ys_seq_share_pct": 5.675
  },
  "detailed_routing": {
    "routed_wl_mm": 8.651,
    "dr_total_vias": 1906,
    "drt-initial-drc-count": 48,
    "wl_per_cell_um": 8.310,
    "routed_via_density": 1.831,
    "antenna_violating_nets_post_route": 0,
    "drc": 0,
    "number_of_antenna_repair_diodes": 0,
    "first_pass_detailed_route_iteration_total": 4
  },
  "final_timing": {
    "timing.final.setup_violations": 0,
    "maxSlewViolCount": 0,
    "max_freq_mhz": 650.2,
    "fin_worst_skew_ns": 0.0003772,
    "unrepaired_setup_endpoints_after_global_routing": "no",
    "finalHoldViolCount": 0,
    "layout_worst_path_cycle_share_pct": 96.12,
    "layout_min_cycle_time_ns": 1.538,
    "timing.final.ws_setup_ns": 0.06201
  },
  "layout": {
    "layout-drive-gt1-share_pct": 4.266,
    "area_growth_from_synthesis_to_final_layout_pct": -16.61,
    "layout.core_utilization_pct": 10.17
  },
  "clock_tree": {
    "htree_levels": 1,
    "cts.sinks": 12,
    "cts_buffer_depth": 2,
    "worstSkewPairLatency_ns": 0.24,
    "cts_tree": "built",
    "ctsRootBufferMaster": "sky130_fd_sc_hd__clkbuf_16",
    "clk_pin_slew_ns": 0.05,
    "post_cts_buffers": 0,
    "cts_buffers": 3
  },
  "power_and_ir_drop": {
    "portion_of_total_power_attributed_to_sequential_cells_pct": 30.4,
    "power.share.clock_pct": 44.8,
    "ir_worst_vdd_v": 0.0002962,
    "power.static_leakage_nw": 2.066,
    "powerDensity_mw_per_mm2": 328.8,
    "intPower_w": 0.0008339,
    "switching_power_w": 0.0003268,
    "comb_power_share_pct": 24.8,
    "switching_share_pct": 28.15
  },
  "global_routing": {
    "grt.total_usage_pct": 3.192,
    "wire_length_of_the_first_global_routing_pass_mm": 12.12,
    "first_global_vias": 2352,
    "antenna_found_initial": 0,
    "grt_max_degree": 13,
    "globalRouteOverflowTotal": 0
  },
  "run": {
    "maxCapViolations": 0,
    "warnings": 28
  },
  "place": {
    "post-dp-hpwl_mm": 8.305,
    "routabilityCongestion": 0.7591,
    "pre_cts_slack_ns": -0.1706,
    "port-buffer-count": 40
  },
  "min_path": {
    "holdPathStages": 1,
    "timing.hold.worst.class": "reg2reg"
  }
}
[area by class of cell]
cell class | instances | area [µm²]
Inverter | 11 | 41.29
Fill cell | 3977 | 31180
Multi-Input combinational cell | 511 | 2122
Timing Repair Buffer | 48 | 462.9
Sequential cell | 12 | 245.2
Clock buffer | 4 | 88.84
Tap cell | 455 | 569.3
[cells by family after synthesis]
logic type      Yosys count
simple gates             21
compound gates           21
other cells               2
fa+ha+maj                 6
mux                       3
flops                    12
buf+inv                 484
[routing by layer]
metal  track usage, %  up-vias  routed length (µm)
met4           0.5479        0                 133
met3            2.010       12                1317
met2            6.135      242                4628
li1                 -      826                   -
met5                0        -                   0
met1            2.700      826                2572
[cell usage in the layout (no fill, tap or decap), drive strengths merged]
| master | count |
|---|---|
| dlygate4sd2 | 6 |
| nor2b | 5 |
| and2b | 1 |
| conb | 460 |
| nor3b | 3 |
| buf | 8 |
| a21oi | 12 |
| a311oi | 6 |
| nand3b | 2 |
| o31ai | 3 |
| ha | 6 |
| dfxtp | 12 |
| dlymetal6s2s | 4 |
| mux2 | 3 |
| clkdlybuf4s50 | 30 |
| clkbuf | 4 |
| nor2 | 6 |
| inv | 11 |
| nand2 | 4 |
[cells in the mapped netlist]
library cell	instances	area [µm²]
sky130_fd_sc_hd__mux2_4	3	45.04
sky130_fd_sc_hd__a311oi_2	3	45.04
sky130_fd_sc_hd__and2b_1	1	7.510
sky130_fd_sc_hd__dfxtp_1	12	240.2
sky130_fd_sc_hd__buf_2	1	5.000
sky130_fd_sc_hd__conb_1	2	7.510
sky130_fd_sc_hd__nor2b_1	5	31.28
sky130_fd_sc_hd__a21oi_1	12	60.06
sky130_fd_sc_hd__buf_4	472	3543
sky130_fd_sc_hd__nor2_1	3	11.26
sky130_fd_sc_hd__ha_1	6	75.07
sky130_fd_sc_hd__o31ai_1	3	22.52
sky130_fd_sc_hd__nor2_2	3	18.77
sky130_fd_sc_hd__nand3b_1	2	15.01
sky130_fd_sc_hd__nand2_1	4	15.01
sky130_fd_sc_hd__a311oi_1	3	26.28
sky130_fd_sc_hd__nor3b_1	3	22.52
sky130_fd_sc_hd__inv_1	11	41.29
[per-stage QoR]
step	power, W	hold slack (ns)	cell area, µm²	setup TNS (ns)	std cells
floorplan	0.001240	0.3916	5952	0	1007
global placement	0.0006900	0.4987	3433	-0.7619	1037
detailed placement	0.0006817	0.5027	3433	-0.8184	1037
CTS	0.001215	0.5108	3516	0	1041
global route	0.001291	0.5209	3530	0	1041
finish	0.001161	0.5088	3530	0	1041
[worst paths after layout]
check                                  start      endpoint  slack, ns
worst max-delay path            contador1[2]      lcd_a[2]       0.06
worst min-delay path            contador3[3]  contador3[3]       0.51
worst max register to register  contador3[0]  contador3[2]       0.32
worst min register to register  contador3[3]  contador3[3]       0.51
[flip-flops by register name, indices dropped and copies added, names as in the netlist]
register / flops
contador1: 4
contador3: 4
contador2: 4
[power groups by stage]
| stage | sequential (W) | clock (W) | combinational (W) |
|---|---|---|---|
| finish | 0.000353 | 0.000520 | 0.000288 |
| global route | 0.000357 | 0.000557 | 0.000376 |
| CTS | 0.000351 | 0.000541 | 0.000324 |
[what timing repair did]
action                     in CTS  in global routing
hold endpoints to repair        0                  0
resized                         7                  7
setup endpoints to repair      14                  9
hold buffers                    0                  0
Power figures rest on the tool's default switching activity, not on a simulated workload.
